<file path="/design/flow/run.sh">
#!/bin/bash
# OpenROAD 26Q1-2900-gdf79404cd8, Yosys 0.63+post, stock flow scripts
make -C /OpenROAD-flow-scripts/flow DESIGN_CONFIG=/design/flow/config.mk WORK_HOME=/design/flow/orfs finish
</file>
<file path="/design/flow/config.mk">
export PLATFORM = sky130hd
export DESIGN_NAME = split_clk
export DESIGN_NICKNAME = split_clk
export VERILOG_FILES = /design/flow/design.v
export SDC_FILE = /design/flow/constraint.sdc
export NUM_CORES = 4
export LEC_CHECK = 1
export CORE_UTILIZATION = 40
</file>
<file path="/design/flow/constraint.sdc">
current_design split_clk

set clk_period 5.8
set clk_io_pct 0.2

create_clock -name clk0 -period $clk_period [get_ports {clk}]

set non_clock_inputs [all_inputs -no_clocks]
set_input_delay [expr $clk_period * $clk_io_pct] -clock clk0 $non_clock_inputs
set_output_delay [expr $clk_period * $clk_io_pct] -clock clk0 [all_outputs]
</file>
<file path="/design/flow/design.v">
`timescale 1ns / 1ps
module split_clk(
    input clk,
	 input reset,
    output adj_clk_2hz,
    output time_clk_1hz,
    output blink_clk_5hz,
    output fast_clk_50hz
    );
	 reg [27:0] adj_count = 0;
	 reg [27:0] time_count = 0;
	 reg [27:0] blink_count = 0;
	 reg [27:0] fast_count = 0;
	 reg adj_clk_2hz_reg = 0;
	 reg time_clk_1hz_reg = 0;
	 reg blink_clk_5hz_reg = 0;
	 reg fast_clk_50hz_reg = 0;
	 always @ (posedge clk or posedge reset)
	 begin
	     if (reset)
		    begin
		      adj_count = 0;
				time_count = 0;
				blink_count = 0;
				fast_count = 0;
		    end 
		  else 
		    begin
			   adj_count = adj_count + 1;
				time_count = time_count + 1;
				blink_count = blink_count + 1;
				fast_count = fast_count + 1;
			   if (adj_count == 25000)
				  begin
				    adj_count = 0;
					 adj_clk_2hz_reg = ~adj_clk_2hz_reg;
				  end
				else begin end
				if (time_count == 50000)
				  begin
				    time_count = 0;
					 time_clk_1hz_reg = ~time_clk_1hz_reg;
				  end
			   else begin end
				if (blink_count == 10000)
				  begin
				    blink_count = 0;
					 blink_clk_5hz_reg = ~blink_clk_5hz_reg;
				  end
				else begin end
				if (fast_count == 1000)
				  begin
				    fast_count = 0;
					 fast_clk_50hz_reg = ~fast_clk_50hz_reg;
				  end
				else begin end
          end
    end
	 assign adj_clk_2hz = adj_clk_2hz_reg;
	 assign time_clk_1hz = time_clk_1hz_reg;
	 assign blink_clk_5hz = blink_clk_5hz_reg;
	 assign fast_clk_50hz = fast_clk_50hz_reg;
endmodule
</file>
==> ds_physical_params.txt <==
Table: implementation figures

Parameter                              Value

Die
  Pre-placement core utilization .................. about two fifths
  Floorplan die width .................. 137 µm
  Chip Footprint .................. 18700 µm²
  Ports .................. 6
  FP Rows .................. between 40 and 50
  Floorplan die height .................. 137 µm
  Area of the core .................. 17500 µm²

Global route
  Total global routing overflow .................. 0
  Met3 track demand over resource in global routing .................. 3.21%
  Antenna violations before repair .................. 0
  Global-route layer with the greatest usage .................. met1
  Global-route usage over all layers .................. 17.9%
  Global-route met2 utilization .................. 25.4%
  Wire length of the first global-routing pass .................. 26300 µm
  Via count of the first global-routing pass .................. 5280
  Met1 demand-to-capacity share in global routing .................. 29.2%
  Pin count of the biggest net entering global routing .................. ~56

Placement
  Hpwl dp .................. roughly 11000 µm
  Cells after DPL .................. 949
  Placer's final routability congestion estimate .................. 0.865
  Number of buffers added on ports .................. 5

Critical path
  Chain of cells forming the critical path .................. and3_1 > nand3_1 > o311ai_0 > o2111ai_1 > a2111oi_4 > a21boi_1
  Critical path class .................. reg2reg
  Buffer-and-inverter tally for the worst setup path .................. 0
  Crit path max-delay family .................. AND-OR/OR-AND gates
  Crit Path Max Fanout .................. 14
  Launching element type of the critical path .................. flop
  Slowest stage cell on the critical path .................. sky130_fd_sc_hd__a2111oi_4
  Crit end category .................. flop
  Critical path data required time .................. 6070 ps
  Arrival time reported for the critical path endpoint .................. 3260 ps
  Maximum cell stage delay along the critical path .................. 610 ps

Logic synthesis
  Commonest register cell after synthesis .................. sky130_fd_sc_hd__dfrtp_1
  Number of storage elements in the synthesis netlist .................. ~120
  Fraction of registers with async set or reset after synthesis .................. 96.6%
  Warnings, synthesis .................. 1
  Count of instantiated cells in the yosys netlist .................. 754
  Number of enable flip-flop cells .................. 4
  Chip area estimate from yosys synthesis .................. 7250 µm²
  Cell Area, Synth .................. 7250 µm²
  Tally of unique sky130hd cells used after synthesis .................. 74
  Average footprint of a synthesized cell .................. 9.61 µm²
  Post-synthesis cell count .................. 754
  Share of the yosys chip area belonging to registers .................. 40.3%

Finish
  Fraction of layout instances using a drive strength above 1 .................. 8.86%
  Top logic cell by instance count in the layout .................. sky130_fd_sc_hd__dfrtp_1
  Dominant logic cell types in the final layout .................. sky130_fd_sc_hd__dfrtp_1 (112), sky130_fd_sc_hd__xnor2_1 (59), sky130_fd_sc_hd__nand2_1 (52)
  Final core utilization .................. 46.0%
  Area growth from synthesis to final layout .................. 10.8%
  Fin cells .................. 981

Clock network
  Worst skew pair latency .................. approximately 410 ps
  Count of hold-fix buffers inserted at cts .................. 0
  Maximum level of the CTS H-tree .................. 4
  Post-CTS setup buffer count .................. 0
  CTS tree .................. done
  Clock-pin slew of the registers on the worst-case setup and hold paths .................. approximately 50 ps
  Number of CTS-inserted buffers .................. 17
  Number of buffers between clock root and the deepest sink .................. 2
  Resize count post-CTS .................. 0
  Clock sink count .................. 116
  Cell at the root of the clock tree .................. sky130_fd_sc_hd__clkbuf_16

Drt
  Drt pass-1 iters .................. 5
  Routed vias .................. 5769
  Total inserted antenna cells .................. 0
  DRC viols .................. 0
  Per-cell via count in the routed design .................. 5.88
  Iter 0 DRT Violations .................. 437
  Total detailed-routing wirelength .................. roughly 15000 µm
  Per-cell routed wire length .................. approximately 16 µm
  ANT nets after route .................. 0

Final timing
  Setup repair after global routing missed its margin .................. false
  Min cycle time layout .................. 3000 ps
  FMAX .................. 0.334 GHz
  Worst-Margin Slew .................. 788 ps
  Share of the cycle needed by the critical path after routing .................. 51.7%
  Number of max-slew violations in the final report .................. 0
  Final setup violation count .................. 0
  Max-slew headroom at the worst pin .................. 47.4%
  Final tally of hold violations .................. 0
  Worst clock skew .................. 4.24 ps
  Final sum of negative setup slack .................. 0 ps

Power
  Worst ir drop on vdd .................. 0.194 mV
  Power Density .................. 233 nW/µm²
  Leakage Power .................. approximately 3.2 nW
  Sum of internal, switching and leakage power .................. 1.87 mW

Run status
  Result of the run .................. finished, final reports clean

Run
  Tally of OpenROAD warnings .................. 29
  Max-capacitance violation count .................. 0

Hold path
  Tightest Hold Check Type .................. reg2reg
where the power goes:
group,internal (mW),switching (mW)
Clock,0.669,0.375
Sequential,0.813,0
Combinational,0.00161,0.0157
Total,1.48,0.390
final cells by class:
cell class              count  area, µm²
flip-flops and latches    116       2920
fillers                  1554       9450
clock inverters            11        126
clock buffers              21        472
inverters                  16       62.6
multi-input cells         583       4090
well taps                 225        282
repair buffers              9       80.1
cells by family (layout without fill, tap and decap cells):
group,Yosys count,count (layout),synth area share (%)
buffers and inverters,55,57,3.26
AND-OR/OR-AND,125,125,13.0
multiplexers,5,5,0.691
adder cells (fa/ha/maj),8,8,1.38
XOR/XNOR,95,95,11.5
flip-flops,116,116,40.3
AND/OR/NAND/NOR,350,350,29.9
metrics by stage:
stage	instance area (µm²)	worst slack, ps	hold WS (ps)
floorplan	7250	1500	456
global placement	7430	2760	488
detailed placement	7430	2710	490
CTS	8030	2840	501
global route	8030	2540	519
finish	8030	2800	500
final timing paths:
| kind | startpoint | end | slack [ps] | cells after the start |
|---|---|---|---|---|
| max | time_count[6] | time_count[1] | 2800 | 6 |
| min | fast_count[27] | fast_count[27] | 500 | 1 |
| max reg2reg | time_count[6] | time_count[1] | 2800 | 6 |
| min reg2reg | fast_count[27] | fast_count[27] | 500 | 1 |
| max in group asynchronous | reset | blink_count[26] | 3720 | 3 |
| min in group asynchronous | reset | time_count[24] | 1120 | 2 |
cell usage after synthesis, types with 4 or more instances:
cell type	n	area (µm²)
sky130_fd_sc_hd__a2111oi_4	4	110
sky130_fd_sc_hd__a211o_1	5	43.8
sky130_fd_sc_hd__a211oi_1	7	52.6
sky130_fd_sc_hd__a21boi_1	6	45.0
sky130_fd_sc_hd__a21o_1	4	30.0
sky130_fd_sc_hd__a21oi_1	39	195
sky130_fd_sc_hd__a31oi_1	5	31.3
sky130_fd_sc_hd__and2_1	12	75.1
sky130_fd_sc_hd__and3_1	19	119
sky130_fd_sc_hd__and4_1	14	123
sky130_fd_sc_hd__and4b_1	4	40.0
sky130_fd_sc_hd__buf_2	17	85.1
sky130_fd_sc_hd__clkbuf_1	19	71.3
sky130_fd_sc_hd__dfrtp_1	112	2800
sky130_fd_sc_hd__edfxtp_1	4	120
sky130_fd_sc_hd__ha_1	8	100
sky130_fd_sc_hd__inv_1	15	56.3
sky130_fd_sc_hd__mux2i_1	5	50.1
sky130_fd_sc_hd__nand2_1	52	195
sky130_fd_sc_hd__nand2b_1	5	31.3
sky130_fd_sc_hd__nand3_1	47	235
sky130_fd_sc_hd__nand3b_1	4	30.0
sky130_fd_sc_hd__nand4_1	48	300
sky130_fd_sc_hd__nand4b_1	7	61.3
sky130_fd_sc_hd__nor2_1	35	131
sky130_fd_sc_hd__nor2b_1	9	56.3
sky130_fd_sc_hd__nor3_1	20	100
sky130_fd_sc_hd__nor3b_1	4	30.0
sky130_fd_sc_hd__nor4_1	19	119
sky130_fd_sc_hd__nor4_2	4	50.1
sky130_fd_sc_hd__o2111ai_1	4	35.0
sky130_fd_sc_hd__o211ai_1	5	37.5
sky130_fd_sc_hd__o21ai_0	10	50.1
sky130_fd_sc_hd__or2_2	4	25.0
sky130_fd_sc_hd__or3_1	10	62.6
sky130_fd_sc_hd__or4_1	8	60.1
sky130_fd_sc_hd__xnor2_1	59	517
sky130_fd_sc_hd__xor2_1	36	315
routing by layer:
layer  vias to the layer above  wire length (µm)
li1                       2814                 -
met1                      2814              7810
met2                       126              6680
met3                        15               611
met4                         0               229
met5                         -                 0
Power is estimated from default activity; no workload was simulated.
