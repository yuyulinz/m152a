==> ./design.v <==
`timescale 1ns / 1ps
module adv_counter(
    input clk,
    input rst,
    input cnt,
    output [3:0] ones,
    output [3:0] tens,
    output carry
    );
	 wire cnttens;
	 wire onescarry;
	 wire tenscarry;
	 basic_counter #( .Max('d10) ) one (
	     .clk(clk),
		  .rst(rst),
		  .cnt(cnt),
		  .out(ones),
		  .carry(onescarry)
	 );
	 assign cnttens = onescarry & cnt;
	 basic_counter #( .Max('d6) ) ten (
	     .clk(clk),
		  .rst(rst),
		  .cnt(cnttens),
		  .out(tens),
		  .carry(tenscarry)
	 );
	 assign carry = onescarry & tenscarry;
endmodule
`timescale 1ns / 1ps
module basic_counter #(parameter [31:0] Max = 'd10)(
    input clk,
    input rst,
    input cnt,
    output [3:0] out,
    output carry
    );
    reg [31:0] count = 0;
	 always @ (posedge clk or posedge rst) begin
	     if(rst) begin
		      count <= 0;
		  end else if (cnt) begin
		      if (count == Max - 1) begin
				    count <= 0;
			   end else begin
				    count <= count + 1;
				end
		  end
	 end
	 assign carry = (count == Max - 1) ? 1 : 0;
	 assign out = count;
endmodule
`timescale 1ns / 1ps
module counter(
    input sclk,
    input mclk,
    input scnt,
    input mcnt,
	 input rst,
    output [3:0] second1,
    output [3:0] second2,
    output [3:0] minute1,
    output [3:0] minute2
    );
	 wire secondscarry; 
    wire minutescarry;
	 wire mincount;
    adv_counter s (
	     .clk(sclk),
		  .rst(rst),
		  .cnt(scnt),
		  .ones(second1),
		  .tens(second2),
		  .carry(secondscarry)
	 );
	 assign mincount = (secondscarry & scnt & mcnt) | (mcnt & ~scnt);
	 adv_counter m (
	     .clk(mclk),
		  .rst(rst),
		  .cnt(mincount),
		  .ones(minute1),
		  .tens(minute2),
		  .carry(minutescarry)
	 );
endmodule
==> ./run.sh <==
#!/bin/bash
# OpenROAD 26Q1-2900-gdf79404cd8, Yosys 0.63+post, stock flow scripts
make -C /OpenROAD-flow-scripts/flow DESIGN_CONFIG=/design/flow/config.mk WORK_HOME=/design/flow/orfs finish
==> ./config.mk <==
export PLATFORM = sky130hd
export DESIGN_NAME = counter
export DESIGN_NICKNAME = counter
export VERILOG_FILES = /design/flow/design.v
export SDC_FILE = /design/flow/constraint.sdc
export NUM_CORES = 4
export LEC_CHECK = 1
export CORE_UTILIZATION = 50
==> ./constraint.sdc <==
current_design counter

set clk_period 3.8
set clk_io_pct 0.2

create_clock -name clk0 -period $clk_period [get_ports {mclk}]
create_clock -name clk1 -period $clk_period [get_ports {sclk}]

set non_clock_inputs [all_inputs -no_clocks]
set_input_delay [expr $clk_period * $clk_io_pct] -clock clk0 $non_clock_inputs
set_output_delay [expr $clk_period * $clk_io_pct] -clock clk0 [all_outputs]
==> results.json <==
{
  "wl_met2_um": 6015,
  "grt_max_degree": 129,
  "async_flop_share": 1.000,
  "final_area_sq_um": 7550,
  "chipWidth_um": 117.7,
  "io_pins": 21,
  "ys_area_sq_um": 6693,
  "finalHoldViolations": 0,
  "cp.arrival_ns": 3.25,
  "drc": 0,
  "slowest_delay_ns": 0.52,
  "grt_pass1_wl_um": 23540,
  "slew_violations": 0,
  "dp_hpwl_um": 8612,
  "tns_ns": 0,
  "cp-startpoint": "s.one.count[2]",
  "drt-initial-drc-count": 441,
  "warnings": 32,
  "gp_congestion": 0.8473,
  "clock_skew_ns": 0.005579,
  "crit_slowest_cell": "o41ai_4",
  "synthesis.area_sq_um": 6693,
  "hold_class": "reg2reg",
  "p_total_mw": 3.349,
  "outcome": "finished, final reports clean",
  "grt.total_usage": 0.2131,
  "edf_count": 0,
  "synth-seq-area-share": 0.4786,
  "critical_path_required_ns": 4.01,
  "hp-start": "m.one.count[31]",
  "layout-drive-gt1-share": 0.07767,
  "initial_utilization": 0.5219,
  "ys_ff": 128,
  "ant_nets": 0,
  "yosys_warnings": 2,
  "swShare": 0.2204,
  "cts_num_sinks": 128,
  "synth_cell_types": 46,
  "fp-row-count": 41,
  "synthFlopType": "dfrtp_1",
  "r2r_start": "s.one.count[2]",
  "wl_met1_um": 6628,
  "antenna_found_initial": 0,
  "p_leak_nw": 3.188,
  "cts_hold_buf": 0,
  "postPlaceCellArea_sq_um": 6973,
  "cts.reportedPaths.clkPinSlew_ns": 0.05,
  "worst_pin_slew_ns": 0.8022,
  "ys_cells": 698,
  "drt_first_pass_iters": 4,
  "portBuffers": 19,
  "startpoint_type": "register",
  "post_cts_buffers": 0,
  "rsz0062_at_grt": "false",
  "synth_area_per_cell_sq_um": 9.588,
  "pwr-share-clk": 0.478,
  "internal-power_mw": 2.611,
  "wl_um": 13400,
  "via_per_inst": 5.722,
  "overflow": 0,
  "core_sq_um": 12820,
  "relSlewSlack": 0.4603,
  "cts_resized": 0,
  "wl_met3_um": 554,
  "power.density_nw_per_um2": 443.5,
  "grt_pass1_vias": 4831,
  "pwr-share-comb": 0.073,
  "highest_layer": "met4",
  "die_h_um": 117.7,
  "crit_path_cell_trace": "nor4b_1 > nand4_1 > o41ai_4 > and3_2 > nand2_1 > o41ai_1",
  "cts_tree": "done",
  "drv_cap": 0,
  "cp_max_fo": 16,
  "die_area_sq_um": 13850,
  "p_seq_frac": 0.450,
  "p_sw_uw": 738.1,
  "wl_per_cell_um": 15.01,
  "setup_violations": 0,
  "end_kind": "register",
  "ir_drop_uv": 273.1,
  "num_vias": 5110,
  "critical_path_class": "reg2reg",
  "area_delta_synth_final_pct": 12.81,
  "num_antenna_cells": 0,
  "postSynthCellCount": 698
}
## power groups by stage
stage                 Clock, mW  Sequential (mW)  Combinational (mW)
final                      1.60             1.51               0.243
after CTS                  1.64             1.50               0.248
after global routing       1.69             1.52               0.279
## worst paths after layout
kind / end / slack [ns] / cells past startpoint
setup / recovery: m.ten.count[5] / 0.77 / 6
hold / removal: m.one.count[31] / 0.47 / 1
setup reg to reg: m.ten.count[5] / 0.77 / 6
hold reg to reg: m.one.count[31] / 0.47 / 1
max in group clk1: s.one.count[31] / 0.87 / 7
max in group asynchronous: m.ten.count[17] / 2.30 / 3
min in group clk1: s.one.count[31] / 0.48 / 1
min in group asynchronous: s.ten.count[0] / 0.98 / 3
## synth_stat cells (4+ instances only)
master,count,share of area
a21bo_2,4,0.0060
a21oi_1,6,0.0045
a22o_1,7,0.0092
and2_1,6,0.0056
and3_1,15,0.014
and4_1,9,0.012
buf_2,5,0.0037
buf_4,17,0.019
clkbuf_1,10,0.0056
dfrtp_1,128,0.48
ha_1,8,0.015
inv_1,18,0.010
mux2_2,9,0.015
nand2_1,61,0.034
nand2b_1,13,0.012
nand3_1,42,0.031
nand4_1,43,0.040
nor2_1,51,0.029
nor2b_1,7,0.0065
nor3_1,27,0.020
nor4_1,27,0.025
nor4b_1,6,0.0079
o21ai_0,64,0.048
o31ai_1,19,0.021
or3_1,6,0.0056
xnor2_1,41,0.054
xor2_1,21,0.027
## worst max-delay path: cells and delay by family (launching register included)
kind	cells	cell delay [ns]
DFF	1	0.45
AOI/OAI and AO/OA	2	0.91
and+or+nand+nor	4	1.56
## cells in the final DEF (no fill, tap or decap), types with 3 or more instances in the layout
master / instances
o21ai_0: 64
a22o_1: 7
inv_1: 17
xnor2_1: 41
a21bo_2: 4
nor4b_1: 6
o31ai_1: 19
and2_1: 6
dfrtp_1: 128
nor3_1: 27
buf_4: 7
nor2b_1: 7
mux2_2: 9
xor2_1: 21
clkbuf_16: 18
a21oi_1: 6
nor4_1: 27
a21o_1: 3
clkbuf_1: 4
nand4_1: 43
and4_1: 9
nand2_1: 61
ha_1: 8
or3_1: 6
and3_1: 15
clkbuf_8: 3
nand3_1: 42
nor2_1: 51
nand2b_1: 13
clkdlybuf4s50_1: 19
## sequential cells by signal, summed over array words and instances, names as in the netlist
signal / cells
m.one.count: 32
m.ten.count: 32
s.one.count: 32
s.ten.count: 32
## stage by stage
step	std cells	utilization	worst slack [ns]	hold slack, ns
after floorplan	698	-	1.422	0.4426
after global placement	864	0.5437	0.6127	0.4604
after detailed placement	864	0.5437	0.5455	0.4599
after CTS	893	0.5887	0.7650	0.4690
after global routing	893	0.5887	0.5407	0.5079
final	893	0.5887	0.7653	0.4651
## cell families after synthesis
family | Yosys count | share of synthesized area
simple gates | 323 | 0.2586
mux | 11 | 0.01813
fa+ha+maj | 8 | 0.01496
buf+inv | 51 | 0.04019
flops | 128 | 0.4786
compound gates | 115 | 0.1084
xor+xnor | 62 | 0.08114
## final cells by class
cell class | count | area, sq um
clock buffer | 25 | 506.7
clock inverter | 4 | 70.07
fill | 1066 | 5275
inverter | 18 | 71.32
multi-input combinational | 519 | 3221
sequential | 128 | 3203
tap | 172 | 215.2
timing repair buffer | 27 | 262.8
## layer usage
metal,vias up,GRT usage
met5,-,0
met4,0,0.03686
met3,15,0.04545
met2,87,0.3099
met1,2455,0.3486
li1,2553,-
Power and IR drop assume default switching activity.
