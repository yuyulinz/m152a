==> /design/flow/design.v <==
`timescale 1ns / 1ps
module split_clock(
    input clk,
	 input reset,
    output adj_clk_2hz,
    output time_clk_1hz,
    output blink_clk_5hz,
    output fast_clk_50hz
    );
	 reg [26:0] adj_count = 0;
	 reg [26:0] time_count = 0;
	 reg [26:0] blink_count = 0;
	 reg [26:0] fast_count = 0;
	 reg adj_clk_2hz_reg = 0;
	 reg time_clk_1hz_reg = 0;
	 reg blink_clk_5hz_reg = 0;
	 reg fast_clk_50hz_reg = 0;
	 always @ (posedge clk or posedge reset)
	 begin
	     if (reset)
		    begin
		      adj_count = 0;
				time_count = 0;
				blink_count = 0;
				fast_count = 0;
		    end 
		  else 
		    begin
			   adj_count = adj_count + 1;
				time_count = time_count + 1;
				blink_count = blink_count + 1;
				fast_count = fast_count + 1;
			   if (adj_count == 100000000)
				  begin
				    adj_count = 0;
					 adj_clk_2hz_reg = ~adj_clk_2hz_reg;
				  end
				if (time_count == 50000000)
				  begin
				    time_count = 0;
					 time_clk_1hz_reg = ~time_clk_1hz_reg;
				  end
				if (blink_clk_5hz == 20000000)
				  begin
				    blink_count = 0;
					 blink_clk_5hz_reg = ~blink_clk_5hz_reg;
				  end
				if (fast_clk_50hz == 2000000)
				  begin
				    fast_count = 0;
					 fast_clk_50hz_reg = ~fast_clk_50hz_reg;
				  end
          end
    end
	 assign adj_clk_2hz = adj_clk_2hz_reg;
	 assign time_clk_1hz = time_clk_1hz_reg;
	 assign blink_clk_5hz = blink_clk_5hz_reg;
	 assign fast_clk_50hz = fast_clk_50hz_reg;
endmodule
==> /design/flow/run.sh <==
#!/bin/bash
# OpenROAD 26Q1-2900-gdf79404cd8, Yosys 0.63+post, stock flow scripts
make -C /OpenROAD-flow-scripts/flow DESIGN_CONFIG=/design/flow/config.mk WORK_HOME=/design/flow/orfs finish
==> /design/flow/config.mk <==
export PLATFORM = sky130hd
export DESIGN_NAME = split_clock
export DESIGN_NICKNAME = split_clock
export VERILOG_FILES = /design/flow/design.v
export SDC_FILE = /design/flow/constraint.sdc
export NUM_CORES = 4
export LEC_CHECK = 1
export CORE_UTILIZATION = 30
==> /design/flow/constraint.sdc <==
current_design split_clock

set clk_period 7.4
set clk_io_pct 0.2

create_clock -name clk0 -period $clk_period [get_ports {clk}]

set non_clock_inputs [all_inputs -no_clocks]
set_input_delay [expr $clk_period * $clk_io_pct] -clock clk0 $non_clock_inputs
set_output_delay [expr $clk_period * $clk_io_pct] -clock clk0 [all_outputs]
==> reports/results.tsv <==
stage	metric	value	unit
outcome	run_status	finished, final reports clean	
power_and_ir_drop	peakVddDrop	0.0000845	V
yosys	syn_avg_cell_area	9.36	um^2
yosys	yosys_most_used_dff	dfrtp_1	
yosys	ys_top_cells_by_area	dfrtp_1 42%, xnor2_1 7.5%, a21oi_1 4.9%	
floorplanning	die_y	106	um
yosys	adder_share	0.00770	
yosys	yosys.area.top_type_share	0.416	
critical_path	worstSetupEndpointType	flop	
final_layout	fin_util	0.334	
final_timing	finalCritPeriodShare	0.440	
yosys	ys_seq_frac	0.434	
yosys	async_reset_ff_frac	0.964	
critical_path	crit_buf_inv	0	
final_layout	area_growth	6.93	%
yosys	synth.distinct_cells	55	
yosys	yosys_cells	347	
detailed_routing	first_pass_iters	4	
detailed_routing	wl	6.51	mm
critical_path	slowest_delay	0.67	ns
yosys	topCombFamilyByArea	simple AND/OR/NAND/NOR gates	
grt	grt_max_degree	34	
place	dp.cells	471	
floorplanning	die_area	0.0113	mm^2
final_layout	fill_cells	1059	
yosys	synth_flops	56	
grt	antenna_found_initial	0	
critical_path	r2r_end	adj_clk_2hz_reg$_DFFE_PP_	
cts	ctsHtreeMaxLevel	2	
final_timing	max_clock_freq	307	MHz
floorplanning	core_area	0.0104	mm^2
critical_path	critical_path.top_delay_family	simple AND/OR/NAND/NOR gates	
cts	clock_latency	0.30	ns
critical_path	crit_path_max_fanout	14	
final_timing	setup-tns-final	0	ns
final_timing	finalSetupViolations	0	
detailed_routing	antenna_left	0	
critical_path	worst_ep_required_time	7.43	ns
detailed_routing	diodes	0	
yosys	ys_sh_mux	0.00616	
yosys	edf_count	2	
cts	cts-resized-gates	0	
floorplanning	fp-utilization	0.312	
final_timing	fin_skew	0.00422	ns
detailed_routing	num_vias	2495	
yosys	netlist.top_cell.by_area	dfrtp_1	
detailed_routing	drt_iter0_drc	143	
power_and_ir_drop	p_leak	0.00139	uW
worst_hold_path	hold_path_depth	1	
place	io_buffers	3	
critical_path	path_cells	or4_1 > or4_1 > a2111oi_2 > o221ai_2 > nor4b_4 > and3_1	
worst_hold_path	hold_start	adj_count[0]$_DFF_PP0_	
critical_path	rrSetupSlack	4.14	ns
critical_path	cp-start-kind	flop	
critical_path	slowest_stage	nor4b_4	
final_timing	worst_pin_slew	0.751	ns
grt	grt_overflow	0	
worst_hold_path	hold_path_class	reg -> reg	
yosys	ys_chip_area	0.00325	mm^2
cts	root_buffer	clkbuf_8	
cts	cts_setup_buffers	0	
critical_path	crit_arrival	3.29	ns
grt	grt_use_total	0.129	
final_timing	post-route-min-period	3.26	ns
place	post-dp-hpwl	4.59	mm
critical_path	worstSetupPathType	reg -> reg	
grt	grt_pass1_vias	2413	
final_timing	slew_headroom	0.497	
final_timing	drv_slew	0	
grt	grt_pass1_wl	11.6	mm
run	maxCapViolCount	0	
final_layout	stdcell_count	479	
detailed_routing	vias_per_cell	5.21	
yosys	synth_warnings	1	
place	routabilityCongestion	0.861	
detailed_routing	drcViolationCount	0	
power_and_ir_drop	p_per_area	140	mW/mm^2
worst_hold_path	holdPathEnd	adj_count[0]$_DFF_PP0_	
final_layout	drive_above_1_share	0.0583	
yosys	syn_inst	347	
critical_path	r2r_start	adj_count[11]$_DFF_PP0_	
critical_path	crit_path_frequent_cell	or4_1	
cts	cts_tree	done	
cts	clkSinkCount	56	
cts	clock_path_buffers	2	
floorplanning	io_pins	6	
cts	numCtsBuffers	5	
yosys	ys_sh_simple	0.258	
final_timing	finalHoldViolations	0	
detailed_routing	wl_per_cell	13.6	um
cts	worst_setup_hold_path_clk_slew	0.10	ns
critical_path	reg2reg_depth	6	
floorplanning	rows	37	
final_timing	rsz0062_at_grt	no	
run	warnings	25	
cts	ctsHoldBuffers	0	
yosys	synth.cellmix.compoundShare	0.119	
yosys	xor_share	0.124	
yosys	syn_area	0.00325	mm^2
floorplanning	die_width	106	um
==> cells by family after synthesis <==
| group | count (synthesis) |
|---|---|
| AOI/OAI and AO/OA | 61 |
| xor gates and xnor gates | 46 |
| adders and majority gates | 2 |
| buffers and inverters | 34 |
| DFF | 56 |
| muxes | 2 |
| other | 1 |
| and+or+nand+nor | 145 |
==> area by class of cell <==
class                   count  area, um^2  share of cell area
clock buffers               8        90.1              0.0259
multi-input cells         258        1690               0.485
well taps                 136         170              0.0490
flip-flops and latches     56        1410               0.406
repair buffers              8        67.6              0.0194
inverters                  13        48.8              0.0140
==> power breakdown <==
| part | internal [uW] | switching, uW | leakage [uW] |
|---|---|---|---|
| Combinational | 0.861 | 5.99 | 0.000583 |
| Clock | 76.7 | 96.6 | 0.0000455 |
| Sequential | 307 | 0 | 0.000759 |
| Total | 385 | 103 | 0.00139 |
==> per-stage QoR <==
step	hold WS, ns	setup WS [ns]	total power (uW)	instance area, um^2
global placement	0.492	3.98	321	3380
global route	0.545	3.99	508	3470
detailed placement	0.500	3.98	321	3380
floorplan	0.455	4.16	318	3250
finish	0.518	4.14	487	3470
CTS	0.517	4.10	495	3470
==> cell usage after synthesis (2+ instances only) <==
library cell   n
and2_1         2
xor2_1        18
clkbuf_1       8
a21oi_1       32
and4b_1        3
ha_1           2
and4_1         5
buf_2          5
xnor2_1       28
nor2_1        13
and3_1        10
nand3_1       29
or4_1          5
buf_6          2
mux2i_1        2
o211ai_1       2
o21ai_0        5
edfxtp_1       2
nor3b_1        3
nor3_1        14
a21boi_0       3
buf_4          3
inv_1         13
nand4_1       15
or3_1          5
a31oi_1        3
nand2_1       23
buf_1          2
dfrtp_1       54
nor4_1        11
==> routing by layer <==
layer,part of all wire,track usage
met3,0.035,0.0163
met2,0.48,0.204
met4,0.012,0.0169
met5,0,0
met1,0.47,0.198
==> how the worst max path moves through the flow <==
stage,to,from,depth (start not counted),slack (ns)
final,adj_clk_2hz_reg$_DFFE_PP_,adj_count[11]$_DFF_PP0_,6,4.14
after global routing,adj_clk_2hz_reg$_DFFE_PP_,adj_count[11]$_DFF_PP0_,6,3.99
after CTS,adj_clk_2hz_reg$_DFFE_PP_,adj_count[11]$_DFF_PP0_,6,4.10
==> cell usage in the layout, fill, tap and decap left out, drive strengths merged, types with 3 or more instances in the layout <==
| cell | n |
|---|---|
| dfrtp | 54 |
| a21oi | 32 |
| nand3 | 29 |
| xnor2 | 28 |
| nand2 | 23 |
| xor2 | 18 |
| nand4 | 16 |
| nor3 | 14 |
| nor2 | 13 |
| inv | 13 |
| nor4 | 12 |
| and3 | 10 |
| clkbuf | 8 |
| o21ai | 6 |
| or4 | 5 |
| and4 | 5 |
| or3 | 5 |
| buf | 5 |
| and4b | 3 |
| nor3b | 3 |
| a31oi | 3 |
| a21boi | 3 |
| clkdlybuf4s50 | 3 |
Power figures rest on the tool's default switching activity, not on a simulated workload.
